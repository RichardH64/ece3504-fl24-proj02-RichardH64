$ cat design.v
module MIPS_ALU
  (
   ALUCntrl_in, 
   A_in, 
   B_in, 
   ALU_out, 
   zero_out
   );
   parameter ALU_delay = 22;
   parameter zero_delay = 3;
   output [31:0] ALU_out;
   reg [31:0] 	 ALU_out;
   output 	 zero_out;
   reg 		 zero_out;
   input [3:0] 	 ALUCntrl_in;
   input [31:0]  A_in, B_in;
   reg [31:0]    temp;	
   always@*
     begin
	#ALU_delay;
	case(ALUCntrl_in)
	  4'b0000:   
	    ALU_out = A_in & B_in;
	  4'b0001:   
	    ALU_out = A_in | B_in;
	  4'b0010:   
	    ALU_out = A_in + B_in;
	  4'b0110:   
	    ALU_out = A_in - B_in;
	  4'b0111:   
	    begin
	       temp = A_in - B_in;
	       if(temp[31]) 
		 ALU_out = 32'd1;
	       else
		 ALU_out = 32'd0;  		
	    end
          4'b1000:  
            ALU_out = B_in << 1;
          4'b1001:  
            ALU_out = B_in >> 1;
	  4'b1100:   
	    ALU_out = ~(A_in | B_in);
	  4'b1111:   
	    ALU_out = {B_in[15:0], 16'b0};
	  default:   
	    ALU_out = 32'bx;
	endcase  
     end  
   always@*
     begin
	#zero_delay;
	if (~(|ALU_out)) 
	  zero_out = 1;
	else	
	  zero_out = 0;
     end
endmodule
$ cat run.sh
#!/bin/bash
# OpenROAD 26Q1-2900-gdf79404cd8, Yosys 0.63+post, stock flow scripts
make -C /OpenROAD-flow-scripts/flow DESIGN_CONFIG=/design/flow/config.mk WORK_HOME=/design/flow/orfs finish
$ cat config.mk
export PLATFORM = sky130hd
export DESIGN_NAME = MIPS_ALU
export DESIGN_NICKNAME = MIPS_ALU
export VERILOG_FILES = /design/flow/design.v
export SDC_FILE = /design/flow/constraint.sdc
export NUM_CORES = 4
export LEC_CHECK = 1
export CORE_UTILIZATION = 50
$ cat constraint.sdc
current_design MIPS_ALU

set clk_period 19.4
set clk_io_pct 0.2

create_clock -name clk0 -period $clk_period

set non_clock_inputs [all_inputs -no_clocks]
set_input_delay [expr $clk_period * $clk_io_pct] -clock clk0 $non_clock_inputs
set_output_delay [expr $clk_period * $clk_io_pct] -clock clk0 [all_outputs]
==> results.txt <==
Flow results.

- The flow ran to the end, and the final reports show no timing, DRC or antenna violations.
- The cell total after placement is between 1,000 and 1,500.
- Total power for the finished layout comes to between 0.0002 and 0.00025 W.
- Looking at the critical path, the highest net fanout was 8.
- After floorplanning, the core was sized to cover 12,160 um^2.
- For reference, the post-synthesis area per instance comes to 6.537 um^2.
- The startpoint class of the critical path is a primary input.
- Power spread over the standard cell area amounts to 31.89 nW/um^2.
- The die is between 100 and 150 um wide.
- The uppermost metal layer occupied by signal nets is met4.
- Note that the worst hold path type here is in -> out.
- The final route contains 8,006 vias.
- The dominant cell by count in the synthesized netlist is sky130_fd_sc_hd__nor2_1.
- The element type at the critical path end is an output pin.
- The final critical-path required period is 13,260 ps.
- Relative to the synthesized area, the layout overhead comes to 17.56%.
- The total detailed-routing wirelength is roughly 27,000 um.
- The detailed route wirelength on metal3 is 2981 um.
- Summed over all cells, the static leakage comes to 3.197 nW.
- The post-route netlist has under 10% of its cells at a drive strength greater than 1.
- The part of the cycle the worst path needs is between 60% and 70%.
- Per the detail_route report, vias per standard cell equal 6.716.
- The layout report lists the combined flip-flop and latch area as 0 um^2.
- The number of inserted filler cells in the final layout is 1,191.
- Summing every instance area after synthesis gives approximately 6300 um^2.
- The number of search-and-repair iterations in the first detailed-routing pass is 9.
- The sequential cell count is 0.
- The maximum number of pins on one net before global-route repair is between 40 and 50.
- The total routed wire length on the met1 layer is 10,750 um.
- By area the synthesized netlist is led by sky130_fd_sc_hd__ha_1 19%, sky130_fd_sc_hd__a21oi_1 7.8%, sky130_fd_sc_hd__nor2_1 6.9%.
- The achievable clock frequency is 75.43 MHz.
- Per the power-grid run, VDD falls by no more than between 0.00001 and 0.000015 V.
- Per the detailed placement report, the placed cell area equals 7431 um^2.
- The total negative slack for setup checks is 0 ps.
- Excluding fillers, the count of instances in the completed layout stands at between 1,000 and 1,500.
- Per the hold report, the tightest min-delay path originates at A_in[31].
- The HPWL after detailed placement is 21,220 um.
- The count of input and output buffers is 101.
- The tally of nets with antenna violations remaining after routing is 0.
- For reference, the final report shows the max-slew violation count at 0.
- The number of distinct library cell variants in the gate-level netlist after synthesis is 86.
- The synth_stat.txt file lists the number of cells as about 970.
- By count the netlist is led by 117 x sky130_fd_sc_hd__nor2_1, 98 x sky130_fd_sc_hd__a21oi_1, 98 x sky130_fd_sc_hd__inv_1, 97 x sky130_fd_sc_hd__ha_1, 51 x sky130_fd_sc_hd__o21ai_0.
- The hold violation total from the final report is 0.
- The critical path in this run is classified as in -> out.
- The global-route wire length before repair is 40,520 um.
- The worst slew margin relative to its limit is 24.83%.
- The average wire length per cell after detail routing is 22.41 um.
- For this run, the share of the core covered by cells in the final layout is 61.10%.
- The global routing usage summed across all routing layers is approximately two fifths.
- The floorplan has ~40 rows.
- The arrival time of the worst setup path is 9380 ps.
- Summing over the stages, the warning tally comes to 98.
- The via count of the first global-routing pass came to around 7,000.
- The transition at the pin with the smallest max-transition slack is 1099 ps.
- The max capacitance violation total is 0.
- Post-CTS repair ended up resizing 0 cells.
- The number of diodes added for antenna fixing is 0.
- The worst hold path was traced through 4 stages.
- The final report gives the standard cell area, fillers excluded, as around 7400 um^2.
- The data required time reported for the critical path is approximately 16,000 ps.
- The initial antenna violation count is 0.
- The layout has 0 clock buffers.
- The met2 routed wirelength is 11,570 um.
- The end of the worst hold path is ALU_out[31].
- The launch point of the worst path is B_in[4].
- The core utilization before placement is roughly half.
- The number of hold-repair buffers added at the cts stage is 0.
- The area fraction of the largest cell type after synthesis is 19.20%.
- The routability-driven placement congestion ratio is 1.072.
- The total die size is 13,100 um^2.
- The number of DRC violations after detailed-routing iteration 0 is 960.
- The post-synthesis cell type with the largest combined area is sky130_fd_sc_hd__ha_1.
- Summed over all layers, the global routing overflow is 0.
- Yosys reports a chip area of 6321 um^2.
- The DRC violations left is 0.
- The number of setup violations in the final report is 0.
- The count of pins on the block boundary is 101.
- The vertical die dimension is 114.4 um.
- Setup repair after global routing left no endpoint under its margin.
- In the synthesized netlist, the number of instances is 967.
- The yosys synthesis warning count is 1.
- Once the clock tree was built, the setup fixing pass inserted 0 buffers.
- The fraction of the yosys area taken by sequential cells is 0%.
==> metrics by stage <==
stage / setup slack [ps] / hold WS, ps
detailed placement: 6359 / 9000
global route: 5924 / 9028
floorplan: 8402 / 7857
finish: 6143 / 9000
CTS: 6315 / 9009
global placement: 6412 / 8993
==> cell families after synthesis <==
| group | share of synthesized area [%] |
|---|---|
| multiplexers | 3.662 |
| AND-OR/OR-AND | 39.75 |
| XOR/XNOR | 2.910 |
| buffers and inverters | 9.996 |
| AND/OR/NAND/NOR | 23.85 |
| adder cells (fa/ha/maj) | 19.83 |
==> report_power, final <==
part | internal (W) | leakage, nW | switching [W]
clock | 0 | 0 | 0
sequential | 0 | 0 | 0
combinational | 0.0000996 | 3.20 | 0.000137
total | 0.0000996 | 3.20 | 0.000137
==> worst max-delay path, stage by stage <==
cell and delay, ps:
sky130_fd_sc_hd__clkdlybuf4s50_1 640, sky130_fd_sc_hd__inv_1 110, sky130_fd_sc_hd__ha_1 400, sky130_fd_sc_hd__and2_1 190, sky130_fd_sc_hd__a221oi_1 530, sky130_fd_sc_hd__nand2_1 190, sky130_fd_sc_hd__a221oi_1 660, sky130_fd_sc_hd__mux2i_1 260
sky130_fd_sc_hd__a31oi_1 120, sky130_fd_sc_hd__or4_1 550, sky130_fd_sc_hd__nor4_1 230, sky130_fd_sc_hd__and4b_1 310, sky130_fd_sc_hd__or4b_1 530, sky130_fd_sc_hd__nor4_2 270, sky130_fd_sc_hd__clkdlybuf4s50_1 500
==> cell type report <==
cell class | count | area [um^2] | share of cell area, %
inverters | 100 | 376.6 | 5.068
multi-input cells | 807 | 5713 | 76.88
well taps | 168 | 210.2 | 2.829
repair buffers | 117 | 1131 | 15.22
==> routing by layer <==
layer  global-route usage, %  vias to the layer above
li1                        -                     3718
met1                   56.21                     3628
met2                   62.99                      562
met3                   7.443                       98
met4                   18.10                        0
met5                       0                        -
==> worst max-delay path by stage <==
| stage | depth (start not counted) | to | slack, ps |
|---|---|---|---|
| 5_1_grt | 15 | zero_out | 5920 |
| 6_report | 15 | zero_out | 6140 |
| 4_1_cts | 15 | zero_out | 6320 |
==> cells in the final DEF, fill, tap and decap left out, types with 10 or more instances in the layout <==
cell type and n:
sky130_fd_sc_hd__nor3_1 14, sky130_fd_sc_hd__xnor2_1 15, sky130_fd_sc_hd__o21a_1 11, sky130_fd_sc_hd__o31ai_1 13
sky130_fd_sc_hd__o211ai_1 15, sky130_fd_sc_hd__nor2_1 117, sky130_fd_sc_hd__a221oi_1 14, sky130_fd_sc_hd__a21oi_1 98
sky130_fd_sc_hd__buf_4 16, sky130_fd_sc_hd__a31oi_1 11, sky130_fd_sc_hd__o221ai_1 13, sky130_fd_sc_hd__nand4_1 10
sky130_fd_sc_hd__nand2_1 46, sky130_fd_sc_hd__nand2b_1 14, sky130_fd_sc_hd__a21o_1 15, sky130_fd_sc_hd__mux2i_1 22
sky130_fd_sc_hd__o22ai_1 11, sky130_fd_sc_hd__clkdlybuf4s50_1 101, sky130_fd_sc_hd__a222oi_1 10, sky130_fd_sc_hd__nor4_1 11
sky130_fd_sc_hd__nor2b_1 10, sky130_fd_sc_hd__inv_1 98, sky130_fd_sc_hd__ha_1 97, sky130_fd_sc_hd__o21ai_0 51
sky130_fd_sc_hd__nand3_1 30, sky130_fd_sc_hd__a211oi_1 17
No activity file was given, so power comes from the tool's default toggle rates.
