`./run.sh`:
```
#!/bin/bash
# OpenROAD 26Q1-2900-gdf79404cd8, Yosys 0.63+post, stock flow scripts
make -C /OpenROAD-flow-scripts/flow DESIGN_CONFIG=/design/flow/config.mk WORK_HOME=/design/flow/orfs finish
```
`./constraint.sdc`:
```
current_design MUX32_2X1

set clk_period 1.0
set clk_io_pct 0.2

create_clock -name clk0 -period $clk_period

set non_clock_inputs [all_inputs -no_clocks]
set_input_delay [expr $clk_period * $clk_io_pct] -clock clk0 $non_clock_inputs
set_output_delay [expr $clk_period * $clk_io_pct] -clock clk0 [all_outputs]
```
`./config.mk`:
```
export PLATFORM = sky130hd
export DESIGN_NAME = MUX32_2X1
export DESIGN_NICKNAME = MUX32_2X1
export VERILOG_FILES = /design/flow/design.v
export SDC_FILE = /design/flow/constraint.sdc
export NUM_CORES = 4
export LEC_CHECK = 1
export CORE_AREA = 10 10 71 71
export DIE_AREA = 0 0 81 81
```
`./design.v`:
```
module MUX32_2X1
  (
   value_out,
   value0_in, 
   value1_in, 
   select_in
   );
   parameter MUX_delay = 4;	
   output [31:0] value_out;
   reg [31:0] 	 value_out;		
   input [31:0]  value0_in, value1_in;
   input 	 select_in;	
   always@*
     begin
	#MUX_delay;
	if (~select_in)
	  value_out = value0_in;
	else
	  value_out = value1_in;
     end
endmodule  
```
==> flow_summary.json <==
{
  "yosys.cell_types.count": 4,
  "top_area_frac": 0.8276,
  "grt_usage": 0.07538,
  "area_growth_pct": 191.7,
  "final.min_clock_period_ns": 1.185,
  "via_per_inst": 3.827,
  "cts-hold-fix-buffers": 0,
  "outcome": "finished with violations",
  "regArea_sq_um": 0,
  "yosysWarnings": 1,
  "slew_headroom": 0.9448,
  "critPathCaptureType": "output port",
  "fmax_mhz": 843.8,
  "ys_seq_frac": 0,
  "die_area_sq_um": 6561,
  "worst_slack_ns": -0.1851,
  "io_pins": 97,
  "area_leaders": "mux2_4, buf_12, mux2_2",
  "nClkBuffers": 0,
  "nFillCells": 361,
  "grt_pass1_vias": 758,
  "antenna_cells": 0,
  "hold-worst-slack_ns": 0.7017,
  "pre_cts_slack_ns": -0.5301,
  "total_power_uw": 628.6,
  "drtIter0Drc": 4,
  "grt_antenna_before_repair": 0,
  "powerDensity_nw_per_um2": 395.9,
  "fp_util": 0.1498,
  "cp.required_ns": 0.80,
  "wl_met2_microns": 1433,
  "tns_ns": -2.969,
  "warnings": 34,
  "common_cells": "mux2_4, buf_12, mux2_2, buf_6",
  "yosysMostFrequentCell": "mux2_4",
  "grt_start_max_net_pins": 11,
  "io_buffer_count": 97,
  "syn_area_sq_um": 544.3,
  "crit_type": "primary input to output port",
  "num_vias": 708,
  "hold_viol": 0,
  "drtAntennaViolNets": 0,
  "grt_overflow": 0,
  "dp_hpwl_microns": 2503,
  "largest_area_cell": "mux2_4",
  "drv_slew": 0,
  "dr.pass1.iters": 2,
  "setup_violations": 32,
  "critPathArrivalTime_ns": 0.99,
  "drive_gt1_frac": 0.5328,
  "drc_errors": 0,
  "grt_first_pass_wirelength_microns": 4043,
  "yosys-stat-cells": 36,
  "synth_cells": 36,
  "drt-met1-wl_microns": 1060,
  "wl_per_cell_microns": 15.23,
  "dpl.cell_count": 181,
  "routed.top_layer": "met3",
  "violations": "setup timing",
  "p_leak_nw": 0.8611,
  "finalNonFillerCells": 185,
  "routed_wl_microns": 2817,
  "yosys_area_sq_um": 544.3,
  "rows": 22,
  "core_sq_um": 3633,
  "worst_pin_slew_ns": 0.08273,
  "flop-count": 0,
  "rsz0062_at_grt": "true",
  "die_h_microns": 81,
  "maxCapViolCount": 0,
  "route.met3.wl_microns": 323,
  "hp-class": "primary input to output port",
  "die_w_microns": 81,
  "avgSynthCellArea_sq_um": 15.12,
  "gp_congestion": 0.8442,
  "crit_fanout": 1,
  "worstSetupStartpointType": "primary input",
  "peakVddDrop_uv": 160.7,
  "post-route-period-util": 1.185
}
==> layer usage <==
layer  up-vias  GRT usage
li1        341          -
met4         0          0
met1       317    0.09222
met2        50     0.1314
met3         0    0.02784
met5         -          0
==> through the flow <==
stage                     area (sq um)    util
final                             1588  0.4370
after global placement            1529  0.4208
after floorplan                  544.3       -
after detailed placement          1529  0.4208
after global routing              1588  0.4370
after CTS                         1509  0.4153
==> cell type report <==
cell class	instances	area, sq um	area share
Timing Repair Buffer	105	1047	0.6596
Multi-Input combinational cell	32	480.5	0.3026
Tap cell	48	60.06	0.03783
==> repair_timing <==
item / in CTS / in global routing
endpoints found under the setup margin: 32 / 32
gates resized: 166 / 15
buffers inserted: 3 / 0
gates cloned: 1 / 0
==> final timing paths <==
kind                           from            end  slack [ns]  cells past startpoint
worst max-delay path   value0_in[2]   value_out[2]       -0.19                      3
worst min-delay path  value1_in[16]  value_out[16]        0.70                      3
==> cells in the final DEF, fill, tap and decap left out <==
cell / netlist / routed
buf_6: 1 / 19
buf_12: 3 / 7
mux2_4: 30 / 32
buf_2: 0 / 13
buf_16: 0 / 1
dlygate4sd2_1: 0 / 46
buf_4: 0 / 1
clkdlybuf4s50_1: 0 / 14
dlymetal6s2s_1: 0 / 4
==> worst max-delay path, stage by stage <==
cell and delay [ns]:
clkdlybuf4s50_1 0.40, mux2_4 0.27, buf_6 0.11
==> power by group <==
group	internal (mW)	switching [mW]
clock network	0	0
logic	0.493	0.136
registers	0	0
==> cells by family after synthesis <==
logic type | Yosys count | share of synthesized area
multiplexers | 32 | 0.8690
buffers and inverters | 4 | 0.1310
No activity file was given, so power comes from the tool's default toggle rates.
